<file path="./design.v">
module music (
    input CLK,     
    output USBPU,   
    output SPEAKER    
);
    assign USBPU = 0;
    reg[15:0] counter;
    always @(posedge CLK) begin
        counter <= counter+1;
    end
    assign SPEAKER = counter[15];
endmodule
</file>
<file path="./run.sh">
#!/bin/bash
# OpenROAD 26Q1-2900-gdf79404cd8, Yosys 0.63+post, stock flow scripts
make -C /OpenROAD-flow-scripts/flow DESIGN_CONFIG=/design/flow/config.mk WORK_HOME=/design/flow/orfs finish
</file>
<file path="./config.mk">
export PLATFORM = sky130hd
export DESIGN_NAME = music
export DESIGN_NICKNAME = music
export VERILOG_FILES = /design/flow/design.v
export SDC_FILE = /design/flow/constraint.sdc
export NUM_CORES = 4
export LEC_CHECK = 1
export CORE_AREA = 10 10 83 83
export DIE_AREA = 0 0 93 93
</file>
<file path="./constraint.sdc">
current_design music

set clk_period 3.8
set clk_io_pct 0.2

create_clock -name clk0 -period $clk_period [get_ports {CLK}]

set non_clock_inputs [all_inputs -no_clocks]
set_input_delay [expr $clk_period * $clk_io_pct] -clock clk0 $non_clock_inputs
set_output_delay [expr $clk_period * $clk_io_pct] -clock clk0 [all_outputs]
</file>
==> summary.txt <==
run results: Crit-path slowest cell=clkdlybuf4s50_1, average wire per cell in the routed design=6.40 µm, final clock skew=0.00319 ns, final hold viol count=0, fill cell count=595, worst endpoint data arrival time=1.04 ns, cell at the root of the clock tree=clkbuf_8, post-cts hold-fix buffer tally=0, combinational group share of total power=0%, post-route minimum period=1.80 ns, via total after detailed routing=380, flip-flops with a built-in enable=0, flip-flop cell with the highest count after synthesis=dfxtp_1, minimum setup slack after placement=2.25 ns, antenna-violating nets left=0, Final Worst Setup Slack=2.00 ns, type of destination of the critical path=primary output, overall routing resource usage=2.16%, final instance area=764 µm², max incr delay on CP=0.47 ns, global placement routability congestion=0.745, register name with the most flops=counter, clock transition at the registers of the reported paths=0.06 ns, Synth area leaders=dfxtp_1 51%, xor2_1 14%, nor4_2 7.9%, xnor2_1 5.5%, nand3_1 4.0%, maximum number of pins on one net before global-route repair=10, number of pins exceeding their max-slew limit in the final report=0, final setup violation count=0, worst supply voltage drop on vdd=0.000125 V, 1st-iter DRT viols=2, final cell utilization of the core=14.9%, PostCTS Resize Cnt=0, post-synth top area cell=dfxtp_1, overflow left after global routing=0, standard-cell row count=26, number of flip-flops under the largest register name=16, number of buffer and inverter stages on the critical path=1, Chip Width=93 µm, unrepaired setup endpoints after global routing=false, total CTS buffers=3, CTS tree=built, cell class contributing the biggest share of worst-path delay=buffers and inverters, share of final-layout standard cells stronger than drive strength 1=12.9%, relative area change from synthesis to final layout=20.8%, standby leakage power=0.301 nW, Switching Fraction=17.9%, critical-path cell list=clkdlybuf4s50_1, cell count after synthesis=59, proportion of power drawn by the clock network=42.1%, most common cell in the netlist=dfxtp_1, H-Tree Level Count=1, post-synthesis cell type count=14, status=completed, largest fanout of any net on the critical path=2, flip-flop and latch count after synthesis=16, First-pass DRT Iterations=2, switching power summed over all nets=51.8 µW, Clock Sink Count=16, Crit Path Class=reg -> out, clock network latency to the later pin of the worst-skew pair=0.24 ns, internal power component=238 µW, Post-Layout Cell Count=132, ANT cells=0, number of max-capacitance violations reported=0, Yosys Warn Count=1, IO Pins=3, Chip Area, Yosys=633 µm², share of synthesized area occupied by flip-flops and latches=50.6%, number of setup buffers added after CTS=0, portion of total power attributed to sequential cells=57.9%, number of global-route vias before repair=377, wire length of the first global-routing pass=1530 µm, maximum clock rate=554 MHz, ratio of routed vias to standard cells=2.88, summed negative setup slack over all endpoints=0 ns, power per cell area=379 nW/µm², worst min-delay path category=reg -> reg, Total Power Consumption=290 µW, total routed wirelength=845 µm, worst hold margin=0.406 ns, count of instantiated cells in the yosys netlist=59, effective utilization at floorplan=12.3%, total number of warnings across the stage logs=25, Hold Path Stages=1, total die size=8650 µm², DIE HEIGHT=93 µm, Required @ worst endpoint=3.04 ns, number of cells on the critical path=1, Top cell area share=50.6%, FF-to-FF path depth=3, share of the clock period used by the worst path after layout=47.5%, number of buffers added on ports=1, registers with the most flip-flops=counter x16, synth cell count leaders=16 x dfxtp_1, 10 x xor2_1, 5 x nand3_1, number of design rule violations left after detail routing=0, asr flop ratio synth=0%, startpoint class of the critical path=register, placed cell count=129, detailed placer's ending HPWL=587 µm, Mean Syn Cell Area=10.7 µm², DP Area=723 µm², post-synthesis cell area=633 µm², initial antenna violation count=0, Core Region=5140 µm², number of buffers on the longest clock path=2
-- layout make-up --
| cell class | instances | area (µm²) | share of cell area, % |
|---|---|---|---|
| sequential | 16 | 320 | 41.9 |
| multi-input combinational | 39 | 294 | 38.5 |
| tap | 70 | 87.6 | 11.5 |
| clock buffer | 3 | 41.3 | 5.40 |
| inverter | 3 | 11.3 | 1.47 |
| timing repair buffer | 1 | 10.0 | 1.31 |
-- kinds of logic (layout without fill, tap and decap cells) --
kind of cell | Yosys count | count (layout) | synth area share, %
buffers and inverters | 4 | 7 | 2.96
xor gates and xnor gates | 14 | 14 | 19.4
other | 1 | 1 | 0.592
DFF | 16 | 16 | 50.6
and+or+nand+nor | 23 | 23 | 24.5
adders and majority gates | 1 | 1 | 1.98
-- power by group through the flow --
stage | logic (mW) | clock network, mW | registers [mW]
CTS | 0.0000916 | 0.128 | 0.168
global route | 0.0000859 | 0.134 | 0.168
finish | 0.0000445 | 0.122 | 0.168
-- routing by layer --
layer	wire length, µm	up-vias	global-route usage [%]
met5	0	-	0
met4	10	0	0.386
met3	79	2	1.70
met2	338	4	3.21
met1	416	173	2.41
li1	-	201	-
-- worst paths after layout --
| path | slack (ns) | start | to |
|---|---|---|---|
| max | 2.00 | counter[15] | SPEAKER |
| min | 0.41 | counter[0] | counter[0] |
| max reg2reg | 2.50 | counter[2] | counter[15] |
| min reg2reg | 0.41 | counter[0] | counter[0] |
-- placed cells by master (no fill, tap or decap) --
cell type,n
xnor2_1,4
nand4_1,2
ha_1,1
dfxtp_1,16
nor4_2,4
xor2_1,10
nand3_1,5
nand2_1,4
nor3_1,4
nand4_4,1
clkdlybuf4s50_1,1
inv_1,3
clkbuf_8,3
nor2_1,3
conb_1,1
Power and IR drop assume default switching activity.
