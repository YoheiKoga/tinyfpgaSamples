### run.sh
#!/bin/bash
# OpenROAD 26Q1-2900-gdf79404cd8, Yosys 0.63+post, stock flow scripts
make -C /OpenROAD-flow-scripts/flow DESIGN_CONFIG=/design/flow/config.mk WORK_HOME=/design/flow/orfs finish
### config.mk
export PLATFORM = sky130hd
export DESIGN_NAME = toppp
export DESIGN_NICKNAME = toppp
export VERILOG_FILES = /design/flow/design.v
export SDC_FILE = /design/flow/constraint.sdc
export NUM_CORES = 4
export LEC_CHECK = 1
export CORE_AREA = 10 10 91 91
export DIE_AREA = 0 0 101 101
### constraint.sdc
current_design toppp

set clk_period 5.8
set clk_io_pct 0.2

create_clock -name clk0 -period $clk_period [get_ports {CLK}]

set non_clock_inputs [all_inputs -no_clocks]
set_input_delay [expr $clk_period * $clk_io_pct] -clock clk0 $non_clock_inputs
set_output_delay [expr $clk_period * $clk_io_pct] -clock clk0 [all_outputs]
### design.v
module toppp (
    input CLK,     
    output LED,    
    output USBPU   
);
    assign USBPU = 0;
    reg [25:0] blink_counter;
    wire [31:0] blink_pattern = 32'b11110000111100001010101010010110;
    always @(posedge CLK) begin
        blink_counter <= blink_counter + 1;
    end
    assign LED = blink_pattern[blink_counter[25:20]];
endmodule
==> flow_summary.ini <==
; implementation run metrics
[job]
warnings = 25
maxCapViolCount = 0

[logic_synthesis]
ys_cells = 97
yosys_register_bits = 25
ys_area_sq_mm = 0.001012
synth_area_per_cell_sq_um = 10.44
ys_types = 20
synthCells = 97
synth_warnings = 1
synth_area_sq_mm = 0.001012
yosys.stat.seqShare_pct = 49.44

[die]
boundaryPins = 3
rows = 29
fp_util_pct = 15.94
die-area_sq_mm = 0.01020
die_w_um = 101
die_h_um = 101
core_area_sq_mm = 0.006350

[final_layout]
largest_register_ffs = 25
regMostFlops = blink_counter
layoutNonFillerInstCount = 178
lay_top_count = dfxtp_1
syn_to_final_growth_pct = 14.34
register_area_sq_um = 500.5
fillers = 695
drive_above_1_share_pct = 7.921
lay_top_cells = dfxtp_1, xnor2_1, nand3_1
logic_area_sq_um = 493.0
reg_top3 = blink_counter (25)
postLayoutCoreUtil_pct = 18.23

[clock_network]
cts.sinks = 25
postCtsSetupRepairBufs = 0
clk_latency_ns = 0.26
cts_made_buffers = 3
cts.clk_slew.worst_paths_ns = 0.09
htree_num_levels = 1
cts_resized = 0
cts_tree = done
cts_root_buf = clkbuf_8
cts_hold_buf = 0
cts_buffer_depth = 2

[placement]
hpwlAfterDp_um = 968.3
port_buffers = 1
dp_cells = 174
place_ws_ns = 3.264
gp_congestion = 0.7715

[sta]
setup_viol = 0
grt_setup_unrepaired = false
skew_ns = 0.009649
hold_viol = 0
worstMarginPinSlew_ns = 0.4970
slew-limit-headroom_pct = 66.74
finalClockPeriodUsage_pct = 48.78
fin_ws_ns = 2.971
min_period_ns = 2.829
fmax_mhz = 353.5
final_max_slew_viol_count = 0
finalSetupTns_ns = 0

[global_route]
gr-total-overflow = 0
track_usage_pct = 2.741
antenna_found_initial = 0
grt_pass1_wl_um = 2401
grt_max_degree = 15
first_global_vias = 562

[min_path]
min_path_type = reg -> reg

[routing]
viasPerCell = 3.517
vias = 626
ant_nets = 0
wirelength_um = 1312
wl_per_cell_um = 7.371
diodes = 0
drtPass1Iterations = 3
drcViolationCount = 0
drt_iter0_markers = 23

[power]
ir_drop_v = 0.0001496
leakagePower_nw = 0.3707
p_per_area_mw_per_mm2 = 234.6

[setup_path]
cpMostUsedCell = o21ai_0
worstSetupPathType = reg -> out
cp_max_fo = 5
cpPeakStageDelay_ns = 0.48
crit_path_start_kind = flop
arrival_ns = 1.67
slowest_stage = clkdlybuf4s50_1
required_ns = 4.64
crit_chain = ha_1 > nor2_1 > o21ai_0 > o21ai_0 > clkdlybuf4s50_1
worstSetupEndpointType = output port

[run_status]
run_status = finished, final reports clean
metal layers:
layer | vias up | wire, um | GRT usage (%)
met2 | 4 | 530 | 4.128
met3 | 0 | 54 | 0.9702
met1 | 282 | 727 | 3.936
met5 | - | 0 | 0
li1 | 340 | - | -
met4 | 0 | 0 | 0
synth_stat cells:
cell | number | area share, %
and2_2 | 1 | 0.74
xor2_1 | 5 | 4.3
nand3_1 | 10 | 4.9
and4_1 | 2 | 1.7
nand4_1 | 8 | 4.9
dfxtp_1 | 25 | 49
nor2_1 | 7 | 2.6
nor3b_4 | 1 | 1.9
and2_1 | 1 | 0.62
and3_1 | 2 | 1.2
buf_4 | 1 | 0.74
ha_1 | 2 | 2.5
conb_1 | 1 | 0.37
nor3_4 | 1 | 1.6
nand4_4 | 1 | 2.1
o21ai_0 | 2 | 0.99
a22oi_1 | 1 | 0.74
xnor2_1 | 18 | 16
inv_1 | 3 | 1.1
nand2_1 | 5 | 1.9
final cells by class:
cell class | instances | share of cell area [%]
Clock buffer | 3 | 3.568
Clock inverter | 1 | 0.4324
Inverter | 3 | 0.9730
Multi-Input combinational cell | 68 | 42.59
Sequential cell | 25 | 43.24
Tap cell | 77 | 8.324
Timing Repair Buffer | 1 | 0.8649
kinds of logic (layout without fill, tap and decap cells):
family | Yosys count | count (layout) | synth area share (%)
buffers and inverters | 4 | 8 | 1.854
and+or+nand+nor | 39 | 39 | 24.23
DFF | 25 | 25 | 49.44
adders and majority gates | 2 | 2 | 2.472
xor gates and xnor gates | 23 | 23 | 19.90
other | 1 | 1 | 0.3705
AOI/OAI and AO/OA | 3 | 3 | 1.731
report_power, final:
| group | total, mW | switching, mW | internal, mW |
|---|---|---|---|
| Sequential | 0.171 | 0 | 0.171 |
| Clock | 0.100 | 0.0521 | 0.0479 |
| Combinational | 0.0000292 | 0.0000291 | 0 |
| Total | 0.271 | 0.0521 | 0.219 |
critical path: cells and delay by family (launching register included):
family | cells | cell delay (ns)
fa+ha+maj | 1 | 0.27
compound gates | 2 | 0.15
simple gates | 1 | 0.08
buf+inv | 1 | 0.48
flops | 1 | 0.42
worst paths after layout:
| kind | startpoint | end | slack [ns] | depth (start not counted) |
|---|---|---|---|---|
| min | blink_counter[0] | blink_counter[0] | 0.42 | 1 |
| min reg2reg | blink_counter[0] | blink_counter[0] | 0.42 | 1 |
| max reg2reg | blink_counter[0] | blink_counter[24] | 4.16 | 5 |
| max | blink_counter[20] | LED | 2.97 | 5 |
per-stage QoR:
step / hold WS, ns / area (sq um) / power (mW)
floorplan: 0.3792 / 1012 / 0.1760
global placement: 0.3942 / 1111 / 0.1756
detailed placement: 0.3987 / 1111 / 0.1756
CTS: 0.4185 / 1157 / 0.2759
global route: 0.4417 / 1157 / 0.2825
finish: 0.4166 / 1157 / 0.2715
Power is estimated from default activity; no workload was simulated.
